`design/flow/run.sh`:
```
#!/bin/bash
# OpenROAD 26Q1-2900-gdf79404cd8, Yosys 0.63+post, stock flow scripts
make -C /OpenROAD-flow-scripts/flow DESIGN_CONFIG=/design/flow/config.mk WORK_HOME=/design/flow/orfs finish
```
`design/flow/config.mk`:
```
export PLATFORM = sky130hd
export DESIGN_NAME = morseMain
export DESIGN_NICKNAME = morseMain
export VERILOG_FILES = /design/flow/design.v
export SDC_FILE = /design/flow/constraint.sdc
export NUM_CORES = 4
export LEC_CHECK = 1
export CORE_UTILIZATION = 40
```
`design/flow/constraint.sdc`:
```
current_design morseMain

set clk_period 5.7
set clk_io_pct 0.2

create_clock -name clk0 -period $clk_period [get_ports {clk}]

set non_clock_inputs [all_inputs -no_clocks]
set_input_delay [expr $clk_period * $clk_io_pct] -clock clk0 $non_clock_inputs
set_output_delay [expr $clk_period * $clk_io_pct] -clock clk0 [all_outputs]
```
`design/flow/design.v`:
```
module morseio(
    input morsein,
    input clk,
    input rst,
    output reg valid,
    output reg [3:0] morse_length,
    output reg [7:0] morse_input
);
reg [31:0] cnt1;
reg [31:0] cnt0;
        reg state;
always @(posedge clk)
begin
    if (rst || valid)
    begin
        cnt1 <= 0;
        cnt0 <= 0;
        morse_length <= 0;
        morse_input <= 0;
        valid <= 0;
                if (rst) state <= 0;
    end
    else
    begin
        if (morsein)
        begin
            cnt1 <= cnt1 + 1;
            cnt0 <= 0;
        end
        else 
        begin 
            cnt0 <= cnt0 + 1;
            if (cnt0 + 1 >= 10  * 20 /2)
            begin
                    if (cnt1 >= 10  * 20 /2)
                        if (cnt1 < 300  * 20 /2)
                        begin
                            morse_input <= {morse_input, 1'b0};
                            morse_length <= morse_length + 1;
                        end
                        else if (cnt1 < 600  * 20 /2)
                        begin
                            morse_input <= {morse_input, 1'b1};
                            morse_length <= morse_length + 1;
                        end 
                        if (state)
                        begin
                            if (cnt1 >= 2000 * 20 /2)
                            begin
                                state <= 0;
                            end 
                            else if (cnt1 + 1 >= 600  * 20 /2)
                            begin
                                valid <= 1;
                            end
                            cnt0 <= 0;
                        end
                        else
                        begin 
                            if (cnt1 >= 600  * 20 /2)
                            begin
                                state <= 1;
                                cnt0 <= 0;
                            end 
                            else if (cnt0 + 1 >= 600  * 20 /2)
                            begin
                                valid <= 1;
                                cnt0 <= 0;
                            end
                        end
                cnt1 <= 0;
            end
        end
    end
end
endmodule
module morseMain(
    input din,
    input clk,
    input rst,
    output reg [16:0] sixteen_disp
);
wire [16:0] sixteen_disp_buf;
wire [3:0] morse_length;
wire [7:0] morse_input;
wire validio;
wire validtr;
reg isiovalid;
morseio io(
    .morsein(din),
    .clk(clk),
    .rst(rst),
    .valid(validio),
    .morse_length(morse_length),
    .morse_input(morse_input)
);
morseTR tr(
    .morse_length(morse_length),
    .morse_input(morse_input),
    .clk(clk),
    .valid_reg(validtr),
    .sixteen_disp(sixteen_disp_buf)
);
always @(posedge clk)
if (rst)
begin
    isiovalid <= 0;
    sixteen_disp <= 0;
end
else 
begin
    if (validio) isiovalid <= 1;
    if ((isiovalid||validio)&&validtr)
    begin
        sixteen_disp <= sixteen_disp_buf;
        isiovalid <= 0;
    end
end
endmodule
module morseTR(
    input [3:0] morse_length,
    input [7:0] morse_input,
    input clk,
    output reg valid_reg,
    output reg [16:0] sixteen_disp
);
reg [6:0] morse_index;
reg valid;
wire [16:0] sixteen_disp_arr [0:60];
assign sixteen_disp_arr[0] = 'h00000;  
assign sixteen_disp_arr[1] = 'h1000C;  
assign sixteen_disp_arr[6] = 'h09371;  
assign sixteen_disp_arr[7] = 'h00200;  
assign sixteen_disp_arr[8] = 'h01400;  
assign sixteen_disp_arr[9] = 'h04100;  
assign sixteen_disp_arr[11] = 'h0AA00;  
assign sixteen_disp_arr[12] = 'h04000;  
assign sixteen_disp_arr[13] = 'h08800;  
assign sixteen_disp_arr[14] = 'h10000;  
assign sixteen_disp_arr[15] = 'h04400;  
assign sixteen_disp_arr[16] = 'h044FF;  
assign sixteen_disp_arr[17] = 'h0040C;  
assign sixteen_disp_arr[18] = 'h08877;  
assign sixteen_disp_arr[19] = 'h0083F;  
assign sixteen_disp_arr[20] = 'h0888C;  
assign sixteen_disp_arr[21] = 'h090B3;  
assign sixteen_disp_arr[22] = 'h088FB;  
assign sixteen_disp_arr[23] = 'h0000F;  
assign sixteen_disp_arr[24] = 'h088FF;  
assign sixteen_disp_arr[25] = 'h088BF;  
assign sixteen_disp_arr[26] = 'h02200;  
assign sixteen_disp_arr[27] = 'h04200;  
assign sixteen_disp_arr[29] = 'h08830;  
assign sixteen_disp_arr[31] = 'h12807;  
assign sixteen_disp_arr[32] = 'h00AF7;  
assign sixteen_disp_arr[33] = 'h088CF;  
assign sixteen_disp_arr[34] = 'h02A3F;  
assign sixteen_disp_arr[35] = 'h000F3;  
assign sixteen_disp_arr[36] = 'h0223F;  
assign sixteen_disp_arr[37] = 'h080F3;  
assign sixteen_disp_arr[38] = 'h080C3;  
assign sixteen_disp_arr[39] = 'h008FB;  
assign sixteen_disp_arr[40] = 'h088CC;  
assign sixteen_disp_arr[41] = 'h02233;  
assign sixteen_disp_arr[42] = 'h0007C;  
assign sixteen_disp_arr[43] = 'h094C0;  
assign sixteen_disp_arr[44] = 'h000F0;  
assign sixteen_disp_arr[45] = 'h005CC;  
assign sixteen_disp_arr[46] = 'h011CC;  
assign sixteen_disp_arr[47] = 'h000FF;  
assign sixteen_disp_arr[48] = 'h088C7;  
assign sixteen_disp_arr[49] = 'h010FF;  
assign sixteen_disp_arr[50] = 'h098C7;  
assign sixteen_disp_arr[51] = 'h088BB;  
assign sixteen_disp_arr[52] = 'h02203;  
assign sixteen_disp_arr[53] = 'h000FC;  
assign sixteen_disp_arr[54] = 'h044C0;  
assign sixteen_disp_arr[55] = 'h050CC;  
assign sixteen_disp_arr[56] = 'h05500;  
assign sixteen_disp_arr[57] = 'h088BC;  
assign sixteen_disp_arr[58] = 'h04433;  
assign sixteen_disp_arr[59] = 'h00030;  
always @(*)
    case (morse_length)
        0: begin  
            morse_index = 0;  
            valid = 1'b0;
        end
        1: begin  
            if (morse_input[0] == 1'b0) begin morse_index = 37; valid = 1'b1; end  
            else if (morse_input[0] == 1'b1) begin morse_index = 52; valid = 1'b1; end  
        end
        2: begin  
            if (morse_input[1:0] == 2'b00) begin morse_index = 41; valid = 1'b1; end  
            else if (morse_input[1:0] == 2'b01) begin morse_index = 33; valid = 1'b1; end  
            else if (morse_input[1:0] == 2'b10) begin morse_index = 46; valid = 1'b1; end  
            else if (morse_input[1:0] == 2'b11) begin morse_index = 45; valid = 1'b1; end  
        end
        3: begin  
            if (morse_input[2:0] == 3'b000) begin morse_index = 51; valid = 1'b1; end  
            else if (morse_input[2:0] == 3'b001) begin morse_index = 53; valid = 1'b1; end  
            else if (morse_input[2:0] == 3'b010) begin morse_index = 50; valid = 1'b1; end  
            else if (morse_input[2:0] == 3'b011) begin morse_index = 55; valid = 1'b1; end  
            else if (morse_input[2:0] == 3'b100) begin morse_index = 36; valid = 1'b1; end  
            else if (morse_input[2:0] == 3'b110) begin morse_index = 39; valid = 1'b1; end  
            else if (morse_input[2:0] == 3'b111) begin morse_index = 47; valid = 1'b1; end  
        end
        4: begin  
            if (morse_input[3:0] == 4'b0000) begin morse_index = 40; valid = 1'b1; end  
            else if (morse_input[3:0] == 4'b0001) begin morse_index = 54; valid = 1'b1; end  
            else if (morse_input[3:0] == 4'b0010) begin morse_index = 38; valid = 1'b1; end  
            else if (morse_input[3:0] == 4'b0100) begin morse_index = 44; valid = 1'b1; end  
            else if (morse_input[3:0] == 4'b0110) begin morse_index = 48; valid = 1'b1; end  
            else if (morse_input[3:0] == 4'b0111) begin morse_index = 42; valid = 1'b1; end  
            else if (morse_input[3:0] == 4'b1000) begin morse_index = 34; valid = 1'b1; end  
            else if (morse_input[3:0] == 4'b1001) begin morse_index = 56; valid = 1'b1; end  
            else if (morse_input[3:0] == 4'b1010) begin morse_index = 35; valid = 1'b1; end  
            else if (morse_input[3:0] == 4'b1011) begin morse_index = 57; valid = 1'b1; end  
            else if (morse_input[3:0] == 4'b1100) begin morse_index = 58; valid = 1'b1; end  
            else if (morse_input[3:0] == 4'b1101) begin morse_index = 49; valid = 1'b1; end  
        end
        5: begin  
            if (morse_input[4:0] == 5'b10001) begin morse_index = 29; valid = 1'b1; end  
            else if (morse_input[4:0] == 5'b11111) begin morse_index = 21; valid = 1'b1; end  
            else if (morse_input[4:0] == 5'b00001) begin morse_index = 20; valid = 1'b1; end  
            else if (morse_input[4:0] == 5'b00011) begin morse_index = 19; valid = 1'b1; end  
            else if (morse_input[4:0] == 5'b00111) begin morse_index = 18; valid = 1'b1; end  
            else if (morse_input[4:0] == 5'b01111) begin morse_index = 17; valid = 1'b1; end  
            else if (morse_input[4:0] == 5'b10000) begin morse_index = 22; valid = 1'b1; end  
            else if (morse_input[4:0] == 5'b11000) begin morse_index = 23; valid = 1'b1; end  
            else if (morse_input[4:0] == 5'b11100) begin morse_index = 24; valid = 1'b1; end  
            else if (morse_input[4:0] == 5'b11110) begin morse_index = 25; valid = 1'b1; end  
            else if (morse_input[4:0] == 5'b11111) begin morse_index = 16; valid = 1'b1; end  
            else if (morse_input[4:0] == 5'b10010) begin morse_index = 15; valid = 1'b1; end  
            else if (morse_input[4:0] == 5'b10110) begin morse_index = 8; valid = 1'b1; end  
        end
        6: begin  
            if (morse_input[5:0] == 6'b001100) begin morse_index = 31; valid = 1'b1; end  
            else if (morse_input[5:0] == 6'b101010) begin morse_index = 27; valid = 1'b1; end  
            else if (morse_input[5:0] == 6'b110011) begin morse_index = 12; valid = 1'b1; end  
            else if (morse_input[5:0] == 6'b100001) begin morse_index = 13; valid = 1'b1; end  
            else if (morse_input[5:0] == 6'b101101) begin morse_index = 9; valid = 1'b1; end  
            else if (morse_input[5:0] == 6'b011110) begin morse_index = 7; valid = 1'b1; end  
            else if (morse_input[5:0] == 6'b010101) begin morse_index = 11; valid = 1'b1; end  
            else if (morse_input[5:0] == 6'b111000) begin morse_index = 26; valid = 1'b1; end  
            else if (morse_input[5:0] == 6'b001101) begin morse_index = 59; valid = 1'b1; end  
        end
        7: begin  
            if (morse_input[6:0] == 7'b1011001) begin morse_index = 1; valid = 1'b1; end  
            else if (morse_input[6:0] == 7'b0101110) begin morse_index = 6; valid = 1'b1; end  
            else if (morse_input[6:0] == 7'b0101010) begin morse_index = 14; valid = 1'b1; end  
            else if (morse_input[6:0] == 7'b0110010) begin morse_index = 32; valid = 1'b1; end  
            else if (morse_input == 7'b0000000) morse_index = 0;    valid = 1'b1;  
        end
        default: begin
            morse_index = 0;  
            valid = 1'b0;
        end
    endcase
always @(posedge clk)
    begin
        sixteen_disp <= sixteen_disp_arr[morse_index];
        valid_reg <= valid;
    end
endmodule
```
==> impl_metrics.ini <==
; yosys + openroad results
[run_status]
status = finished clean

[synth]
topCellsByArea = dfxtp_1, nand2_1, a21oi_1
synth_cells = 1025
yosysChipArea_um2 = 7820
avgSynthCellArea_um2 = 7.63
yosysWarnings = 139
ys_cells = 1025
ys_async_sr_fraction_pct = 0
ys_ff = 119
synthFlopType = dfxtp_1
yosys.cell_types.count = 92
edf_count = 1
top_area_share_pct = 28.4
synth_area_um2 = 7820
top_area_cell = dfxtp_1

[grt]
grt_overflow = 0
grt_max_degree = 53
antenna_found_initial = 0
grt_pass1_vias = 6281
grt_pass1_wl_mm = 31.2
grt_use_total_pct = 18.9

[placed_design]
place_congestion = 0.939
hpwlAfterDp_mm = 12.0
dp_slack_ns = 2.14
numPortBuffers = 19
place_inst = 1241

[timing]
rsz0062_at_grt = no
post-route-min-period_ns = 3.62
tightest_slew_ns = 0.865
hold_viol = 0
clock_skew_ns = 0.0119
maxSlewHeadroom_pct = 41.9
timing.fmax_ghz = 0.276
finalSetupViolations = 0
final_max_slew_viol_count = 0
period_used_pct = 63.5
unclocked_pins = 7
untimed_endpoints = 24
fin_tns_setup_ns = 0
layout_setup_ws_ns = 2.08

[routing]
routed_wl_mm = 18.4
dr.max_layer_used = met4
antenna_cells = 0
drcViolationCount = 0
first_iter_violations = 560
vias = 7195
vias_per_cell = 5.72
dr_wl_met2_mm = 8.14
drt_first_pass_iters = 5
ant_nets = 0
wl_met3_um = 690
routedWlPerCell_um = 14.6
wl_met1_mm = 9.38

[cts]
h-tree-depth = 3
root_buffer = clkbuf_16
cts_buffer_depth = 2
numCtsBuffers = 9
tritoncts = built
cts-resized-gates = 0
clock.latency.late_pin_ns = 0.36
clk_pin_slew_worst_paths_ns = 0.08
holdBufCountCts = 0
cts_setup_buffers = 0

[finish]
top_regs = io.cnt0: 32 flops, io.cnt1: 32 flops
comb_area_um2 = 5040
layoutNonFillerInstCount = 1257
mostFrequentLayoutCells = nand2_1, dfxtp_1, a21oi_1, nor2_1, o21ai_0
final_common_cell = nand2_1
nFillCells = 1905
regArea_um2 = 2360
drive_gt1_share_pct = 8.83
areaGrowthSynthToFinish_pct = 7.12

[worst_setup_path]
crit_type = reg2reg
cp.required_ns = 5.97
rrSetupSlack_ns = 2.08
cp-end-kind = register
worstSetupStartpointType = register
cp_max_fo = 24
arrival_ns = 3.88

[die]
rows = 50
die_area_um2 = 20100
fp_util_pct = 41.3
ioPinCount = 20
core_um2 = 19000
die_x_um = 142
die_h_um = 142

[power_and_ir_drop]
power-per-cell-area_nw_per_um2 = 179
p_leak_nw = 2.82
p_total_mw = 1.50
vdd.ir_drop.worst_mv = 0.161

[job]
maxCapViolCount = 0
warnings = 32

[min_path]
hold_class = reg2reg
==> layout make-up <==
type                    count  area share [%]
well taps                 260            3.88
inverters                  17           0.761
flip-flops and latches    119            28.1
multi-input cells         812            60.2
clock buffers               9            2.69
clock inverters             7           0.911
repair buffers             33            3.46
==> worst max-delay path: stages, from the launching register on <==
cell,delay (ns)
dfxtp_1,0.44
ha_1,0.37
nand4_4,0.19
or4_4,0.60
xnor2_1,0.14
a211oi_1,0.37
nand4_4,0.24
nor3_4,0.29
nand2_2,0.46
a311oi_2,0.40
==> routing by layer <==
layer / global-route usage (%) / up-vias
met1: 29.9 / 3317
met3: 2.03 / 16
met4: 2.49 / 0
met5: 0 / -
met2: 28.8 / 166
li1: - / 3696
==> cell families after synthesis <==
| family | share of synthesized area [%] |
|---|---|
| other | 0.0479 |
| buffers and inverters | 6.28 |
| latches | 1.34 |
| XOR/XNOR | 3.47 |
| AND/OR/NAND/NOR | 29.3 |
| AND-OR/OR-AND | 27.2 |
| flip-flops | 28.8 |
| adder cells (fa/ha/maj) | 1.28 |
| multiplexers | 2.21 |
==> worst paths after layout <==
path | start | to | depth (start not counted)
hold / removal | tr.sixteen_disp[8] | sixteen_disp[8] | 2
setup reg to reg | io.cnt0[0] | io.cnt1[8] | 9
hold reg to reg | tr.sixteen_disp[8] | sixteen_disp[8] | 2
setup / recovery | io.cnt0[0] | io.cnt1[8] | 9
==> per-stage QoR <==
step                      area, µm²  util, %  hold WS, ns
after floorplan                7890        -        0.409
after detailed placement       8080     42.6        0.427
after global placement         8080     42.6        0.421
after global routing           8380     44.2        0.449
after CTS                      8380     44.2        0.439
final                          8380     44.2        0.437
==> power breakdown <==
group | total (mW) | leakage, nW | switching [mW] | internal, mW
logic | 0.0555 | 1.71 | 0.0384 | 0.0171
clock network | 0.638 | 0.146 | 0.327 | 0.312
registers | 0.803 | 0.966 | 0.0106 | 0.793
==> cell usage after synthesis (8+ instances only) <==
cell type  number
o21ai_0        63
inv_1          15
xor2_1         13
nor2b_1        20
nor3_1         50
clkbuf_1       62
a311oi_1        9
dfxtp_1       111
nand2_1       129
mux2i_1        15
o31ai_1         9
a311oi_2       13
buf_2          17
nor2_1         74
ha_1            8
nand4_1        17
and3_1         16
and2_1          9
a21oi_1        78
nand2b_1       15
nand3_1        36
xnor2_1        18
o22ai_1        11
nor4_1          9
a31oi_1        31
Power is estimated from default activity; no workload was simulated.
